$ cat run.sh
#!/bin/bash
# OpenROAD 26Q1-2900-gdf79404cd8, Yosys 0.63+post, stock flow scripts
make -C /OpenROAD-flow-scripts/flow DESIGN_CONFIG=/design/flow/config.mk WORK_HOME=/design/flow/orfs finish
$ cat config.mk
export PLATFORM = sky130hd
export DESIGN_NAME = register_file
export DESIGN_NICKNAME = register_file
export VERILOG_FILES = /design/flow/design.v
export SDC_FILE = /design/flow/constraint.sdc
export NUM_CORES = 4
export LEC_CHECK = 1
export CORE_UTILIZATION = 30
$ cat constraint.sdc
current_design register_file

set clk_period 2.1
set clk_io_pct 0.2

create_clock -name clk0 -period $clk_period [get_ports {clk}]

set non_clock_inputs [all_inputs -no_clocks]
set_input_delay [expr $clk_period * $clk_io_pct] -clock clk0 $non_clock_inputs
set_output_delay [expr $clk_period * $clk_io_pct] -clock clk0 [all_outputs]
$ cat design.v
`timescale 1ns / 1ps
module register_file #(
    parameter NUM_REGS = 4,        
    parameter REG_WIDTH = 16        
)(
    input logic clk,           
    input logic rst_n,              
    input logic en,                
    input logic [REG_WIDTH-1:0] data_in,  
    input logic [1:0] rs1,         
    input logic [1:0] rs2,         
    input logic [1:0] rd,  
    output logic [REG_WIDTH-1:0] op1,   
    output logic [REG_WIDTH-1:0] op2    
);
    logic [REG_WIDTH-1:0] reg_array [0:NUM_REGS-1];
    assign reg_array[0] =0;
    always_ff @( posedge clk, negedge rst_n) begin
        if (~rst_n) begin 
            for (int i = 1; i < NUM_REGS; i++) begin
                reg_array[i] <= 0; 
            end
       end else begin  
         reg_array[rd] <= data_in;  
      end
   end 
    assign op1 = reg_array[rs1]; 
    assign op2 = reg_array[rs2]; 
endmodule
==> impl_metrics.ini <==
; synthesis and place-and-route metrics
[sta]
setup_viol = 0
whs_ns = 0.1227
slew_headroom = 0.6136
slew_viol_final = 0
fmax_ghz = 0.4833
rsz0062_at_grt = yes
skew_ns = 0
tightest_slew_ns = 0.5797
hold_violations = 0
period_used_share = 0.9852
setup_tns_ns = 0
finalCriticalPeriod_ns = 2.069

[worst_setup_path]
cp.arrival_ns = 1.65
crit_start = rs1[1]
regToRegStartpoint = reg_array[2][13]
rr_worst_depth = 1
worst-setup-path-type = primary input to primary output
critPathCaptureType = primary output
crit_slowest_cell = clkdlybuf4s50_1
crit_end = op1[9]
worstPathCellList = buf_4 -> buf_12 -> nor2b_4 -> buf_12 -> a22o_1 -> clkdlybuf4s50_1
cp_max_fo = 9
cp-start-kind = primary input
ff2ff_setup_slack_ns = 1.30
path_common_cell = buf_12
required_ns = 1.68
max_stage_delay_ns = 0.46
worst_r2r_endpoint = reg_array[2][13]

[clock_network]
h-tree-depth = 2
clk_pin_slew_ns = 0.08
holdBufCountCts = 0
cts_sinks = 48
clk_latency_ns = 0.29
cts_tree = done
cts_buffers = 5
cts_max_path_buffers = 2
root_buffer = clkbuf_8

[global_routing]
grt_pass1_wl_microns = 10010
grt_overflow = 0
track_usage = 0.1346
grt_pass1_vias = 1743
grt_max_degree = 26
antenna_found_initial = 0

[yosys]
synth.largest_area_cell = dfrtp_1
ys_warn_count = 2
synthesis.area_sq_um = 2771
ys_ff = 48
async_flop_share = 1.000
ys_area_sq_um = 2771
synth.top_cells.by_count = dfrtp_1 (48), mux2_2 (40), mux2_4 (40)
synth_seq_share = 0.4334
netlist_instances = 182
avgSynthCellArea_sq_um = 15.23
synth.top_cell.area_share = 0.4334
enable_flop_cells = 0
ys_cells = 182
most_common_cell = dfrtp_1
yosysUniqueCellTypes = 11
synth-main-ff-cell = dfrtp_1
ys_top_cells_by_area = dfrtp_1 (43%), mux2_4 (22%), mux2_2 (16%), a22o_1 (10%), buf_6 (3.3%)

[floorplan]
row_count = 34
fp_util = 0.3132
die_h_microns = 98.12
coreArea_sq_um = 8848
die_width_microns = 98.12
die_area_sq_um = 9627
ios = 57

[final_layout]
largest_register_ffs = 48
instances_no_fill = 352
drive_gt1_frac = 0.4590
syn_to_final_growth_pct = 31.87
utilization = 0.4130
reg_top3 = reg_array: 48 flops
largest_register = reg_array

[power_and_ir_drop]
powerDensity_nw_per_um2 = 687.4
p_leak_nw = 1.635
ir_drop_uv = 261.8
finalPower_mw = 2.512

[routing]
wl_per_cell_microns = 17.32
ant_nets = 0
antenna-diode-count = 0
vias = 1705
route.detailed.drc = 0
firstDrtPassIters = 23
wl_microns = 6098
drt_iter0_drc = 75
via_per_inst = 4.844

[flow_run]
maxCapViolCount = 0
tool_warnings = 27

[place]
globalplace.congestion = 0.7996
place_inst = 343
io_buffers = 55
dp_hpwl_microns = 4126

[outcome]
status = completed

[worst_hold_path]
hold_path.class = primary input to asynchronous set/reset pin
[stage by stage]
step / cell area [sq um] / setup slack, ns
finish: 3655 / 0.03101
detailed placement: 3502 / -0.4405
floorplan: 2771 / 0.5685
CTS: 3654 / 0.009884
global placement: 3502 / -0.4338
global route: 3655 / -0.002774
[worst max-delay path, delay by kind of cell]
kind                   cells  cell delay [ns]
AND-OR/OR-AND              1             0.17
buffers and inverters      4             0.87
AND/OR/NAND/NOR            1             0.18
[layout by cell type (no fill, tap or decap), drive strengths merged]
master	n
mux2	80
clkdlybuf4s50	45
dlygate4sd2	4
a22o	32
dfrtp	48
nor2b	4
clkdlybuf4s15	1
nand2	1
dlymetal6s2s	2
clkbuf	7
buf	20
[routing by layer]
metal  GRT usage  routed length [microns]
met2      0.2226                     3033
met5           0                        0
met4     0.02448                       90
met1      0.1938                     2780
met3     0.01962                      194
[cells by family (layout without fill, tap and decap cells)]
logic type	after synthesis	after routing	share of synthesized area
AOI/OAI and AO/OA	32	32	0.1011
buffers and inverters	17	79	0.06953
and+or+nand+nor	5	5	0.01671
muxes	80	80	0.3792
DFF	48	48	0.4334
[where the power goes]
group,switching [mW],total (mW),internal (mW),leakage [nW]
Clock,0.281,0.574,0.293,0.0503
Sequential,0.106,1.17,1.06,0.563
Combinational,0.211,0.770,0.560,1.02
[repair_timing]
| item | in CTS | in global routing |
|---|---|---|
| buffers inserted | 0 | 1 |
| endpoints found under the setup margin | 32 | 12 |
| pin swaps | 3 | 4 |
| resized | 21 | 5 |
| gates cloned | 2 | 0 |
[cell type report]
type	instances	area, sq um
fillers	836	5194
well taps	108	135.1
clock buffers	7	96.34
flip-flops and latches	48	1201
repair buffers	72	839.6
multi-input cells	117	1383
[worst min-delay path by stage]
| stage | slack [ns] | start | depth (start not counted) | to |
|---|---|---|---|---|
| global route | 0.16 | rst_n | 1 | reg_array[2][0] |
| CTS | 0.14 | rst_n | 1 | reg_array[1][10] |
| finish | 0.12 | rst_n | 1 | reg_array[2][0] |
Power is estimated from default activity; no workload was simulated.
