==> ./design.v <==
typedef enum logic [1:0] {
    ADD,
    SUB,
    AND,
    OR
} alu_op_t;
module alu #(
    parameter ALU_WIDTH = 16
)(
    input logic [ALU_WIDTH - 1:0] op1, 
    input logic [ALU_WIDTH - 1:0] op2,
    input logic [1:0] alu_op,
    output logic [ALU_WIDTH - 1:0] alu_out
);
    alu_op_t alu_op_e;
    assign alu_op_e = alu_op_t'(alu_op);  
    always @(*) begin 
        case(alu_op) 
            ADD: alu_out = op1 + op2;
            SUB: alu_out = op1 - op2;
            AND: alu_out = op1 & op2;
            OR: alu_out  = op1 | op2;
        endcase
    end
endmodule 
==> ./run.sh <==
#!/bin/bash
# OpenROAD 26Q1-2900-gdf79404cd8, Yosys 0.63+post, stock flow scripts
make -C /OpenROAD-flow-scripts/flow DESIGN_CONFIG=/design/flow/config.mk WORK_HOME=/design/flow/orfs finish
==> ./config.mk <==
export PLATFORM = sky130hd
export DESIGN_NAME = alu
export DESIGN_NICKNAME = alu
export VERILOG_FILES = /design/flow/design.v
export SDC_FILE = /design/flow/constraint.sdc
export NUM_CORES = 4
export LEC_CHECK = 1
export CORE_AREA = 10 10 94 94
export DIE_AREA = 0 0 104 104
==> ./constraint.sdc <==
current_design alu

set clk_period 10.0
set clk_io_pct 0.2

create_clock -name clk0 -period $clk_period

set non_clock_inputs [all_inputs -no_clocks]
set_input_delay [expr $clk_period * $clk_io_pct] -clock clk0 $non_clock_inputs
set_output_delay [expr $clk_period * $clk_io_pct] -clock clk0 [all_outputs]
==> results_slide.txt <==
Run Summary

Synth
  – Syn_area_per_cell: 6.87 um2
  – Cell Type Count: 39
  – Synth warnings: 1
  – Top cells by area: ha_1 16%, maj3_1 9.3%, xor2_1 8.8%
  – Most frequent cell after synthesis: nand2_1
  – Commonest cells post-synth: 27 x nand2_1, 21 x o21ai_0, 18 x ha_1, 18 x nor2_1, 17 x a21oi_1
  – Top cell area share: 16.1%
  – Post-synth top area cell: ha_1
  – Chip area line of the yosys report: 1400 um2
  – Post-synthesis cell area: 1400 um2
  – Cell total in the yosys stat output: 203
  – Synthesized instance count: 203
  – Post-synth seq share: 0%

Power
  – Pwr Density: 66.8 nW/um2
  – Cell Int Power: 0.0733 mW
  – Static Leak: 0.801 nW
  – Worst VDD drop: 19.9 uV
  – Combinational Power Share: 100.0%
  – Clock power share: 0%
  – Part of the power in registers: 0%
  – Switching share of power: 44.9%
  – NetSw: 0.0599 mW

Route
  – WL/cell: 12.3 um
  – Final antenna-violating net count: 0
  – DR vias/cell: 4.32
  – # DRC: 0
  – Number of diodes: 0
  – First DRT Iteration DRCs: 40
  – Drt first pass iters: 4
  – Final wirelength: 4210 um
  – Vias: 1,477

Timing
  – Max-slew violation count: 0
  – Max frequency: 0.124 GHz
  – Worst slew pin tran: 0.786 ns
  – Fin crit share: 80.4%
  – Normalized max-slew margin: 47.4%
  – RSZ-0062 raised after global routing: false
  – Final setup viols: 0
  – Sum Neg Setup Slack: 0 ns
  – Final hold vios: 0
  – Final min period: 8.04 ns

Floorplan
  – DIE AREA: 10,800 um2
  – Die Ht: 104 um
  – Fp_density: 20.4%
  – Num rows: 30
  – Chip width: 104 um
  – Boundary pin count: 50
  – Std-Cell Core Area: 6830 um2

Layout
  – Share of layout cells above drive strength 1: 3.66%
  – Clk_buf instances: 0
  – FF/Latch Area: 0 um2
  – Post-route cell area: 1990 um2
  – Flops: 0
  – Area Overhead vs Synth: 42.9%

GRT
  – Total congestion overflow: 0
  – Largest net degree at the start of global routing: 37
  – Vias in the first global route: 1,492
  – Initial antenna violation count: 0
  – Gr usage total: 7.56%
  – First-pass GRT wire length: 7120 um

CTS
  – Post-CTS repair timing setup buffer count: 0
  – Cts repair resizes: 0
  – CTS Hold Bufs: 0

Critical path
  – Crit. Startpoint: alu_op[0]
  – Crit-path slowest cell: clkdlybuf4s50_1
  – Critical Path End Type: primary output
  – Critical path type: input port to primary output
  – Worst path max stage delay: 0.98 ns
  – Worst path cell trace: clkdlybuf4s50_1, nand2b_1, mux2i_1, fa_1, a21oi_1, o21bai_1, a31o_2, a21oi_1, a21oi_1, o311ai_0, clkdlybuf4s50_1
  – Crit-path max FO: 19
  – CP required: 8.00 ns
  – Crit path DAT: 6.04 ns
  – Worst setup SP type: input port
  – CP most frequent cell: a21oi_1

Placement
  – Placed wire-length estimate: 3620 um
  – DP Area: 1990 um2
  – PortBufs: 50
  – Routability cong.: 0.826

Flow run
  – Tool warnings: 34
  – MaxCap Viol Count: 0

Hold path
  – Hold Crit Class: input port to primary output
  – Hold Path Origin: alu_op[1]

Outcome
  – Status: completed
## worst max-delay path: cells and delay by family
family,cells,cell delay [ns]
adder cells (fa/ha/maj),1,0.46
multiplexers,1,0.25
AND-OR/OR-AND,6,1.40
AND/OR/NAND/NOR,1,0.41
buffers and inverters,2,1.51
## area by class of cell
type	count	area, um2
fill	743	4840
timing repair buffer	51	508
tap	96	120
multi-input combinational	188	1340
inverter	7	26.3
## cells in the final DEF, fill, tap and decap left out, types with 2 or more instances in the layout
cell and count:
o21ai_0 21, ha_1 18, o31ai_1 4, xnor2_1 12, nor2b_1 2, mux2_2 2, maj3_1 13, nor3_1 3
xor2_1 14, a21oi_1 17, nand2_1 27, o21bai_1 3, nor2_1 18, inv_1 7, clkdlybuf4s50_1 50, nand2b_1 5
mux2i_1 2, a21o_1 7
## logic make-up (layout without fill, tap and decap cells)
group                      count (synthesis)  after routing  synth area share (%)
buffers and inverters                     15             58                  4.04
AOI/OAI and AO/OA                         60             60                  27.3
muxes                                      4              4                  3.05
and+or+nand+nor                           66             66                  22.4
adders and majority gates                 32             32                  26.9
xor gates and xnor gates                  26             26                  16.3
## through the flow
| step | setup slack, ns | util, % | hold slack (ns) | power [mW] | std cells |
|---|---|---|---|---|---|
| after floorplan | 3.51 | - | 4.20 | 0.0763 | 203 |
| after global placement | 1.93 | 29.2 | 5.20 | 0.135 | 342 |
| after detailed placement | 1.91 | 29.2 | 5.22 | 0.135 | 342 |
| after CTS | 1.86 | 29.2 | 5.22 | 0.136 | 342 |
| after global routing | 1.49 | 29.2 | 5.28 | 0.152 | 342 |
| final | 1.96 | 29.2 | 5.20 | 0.133 | 342 |
## power by group through the flow
stage / Combinational, mW / Clock (mW) / Sequential, mW
CTS: 0.136 / 0 / 0
global route: 0.152 / 0 / 0
finish: 0.133 / 0 / 0
## layer usage
layer  track usage, %  wire [um]  vias to the layer above
met5                0          0                        -
met2             13.1       1970                       25
met3            0.627        119                        0
met1             10.5       2120                      634
li1                 -          -                      818
met4                0          0                        0
## worst paths after layout
kind	end	slack (ns)	depth (start not counted)
setup / recovery	alu_out[14]	1.96	11
hold / removal	alu_out[13]	5.20	5
Power figures rest on the tool's default switching activity, not on a simulated workload.
